File: ./run.sh
#!/bin/bash
# OpenROAD 26Q1-2900-gdf79404cd8, Yosys 0.63+post, stock flow scripts
make -C /OpenROAD-flow-scripts/flow DESIGN_CONFIG=/design/flow/config.mk WORK_HOME=/design/flow/orfs finish
File: ./config.mk
export PLATFORM = sky130hd
export DESIGN_NAME = MULTI_CH32
export DESIGN_NICKNAME = MULTI_CH32
export VERILOG_FILES = /design/flow/design.v
export SDC_FILE = /design/flow/constraint.sdc
export NUM_CORES = 4
export LEC_CHECK = 1
export CORE_AREA = 10 10 134 134
export DIE_AREA = 0 0 144 144
File: ./constraint.sdc
current_design MULTI_CH32

set clk_period 9.2
set clk_io_pct 0.2

create_clock -name clk0 -period $clk_period

set non_clock_inputs [all_inputs -no_clocks]
set_input_delay [expr $clk_period * $clk_io_pct] -clock clk0 $non_clock_inputs
set_output_delay [expr $clk_period * $clk_io_pct] -clock clk0 [all_outputs]
File: ./design.v
`timescale 1ns / 1ps
module 		MULTI_CH32(
              input clk,               
              input rst,               
              input EN,                
              input[5:0]  ctrl,        
              input[31:0] Data0,       
              input[31:0] data1,       
              input[31:0] data2,       
              input[31:0] data3,       
              input[31:0] data4,       
              input[31:0] data5,       
              input[31:0] data6,       
              input[31:0] data7,       
              input[31:0] reg_data,    
              output reg [31:0] seg7_data  
              );
  reg[31:0] disp_data = 32'hAA5555AA;  
  always @( * )
      casex(ctrl)  
         6'b000000: seg7_data = Data0;
         6'b000001: seg7_data = data1;
         6'b000010: seg7_data = data2;
         6'b000011: seg7_data = data3;
         6'b000100: seg7_data = data4;
         6'b000101: seg7_data = data5;
         6'b000110: seg7_data = data6;
         6'b000111: seg7_data = data7;
         6'b001xxx: seg7_data = 32'hFFFFFFFF;
         6'b01xxxx: seg7_data = 32'hFFFFFFFF;
         6'b1xxxxx: seg7_data = reg_data;
      endcase
  always@(posedge rst, posedge clk )begin
    if (rst) 
      disp_data <= 32'hAA5555AA;
    else begin
      if(EN) 
        disp_data <= Data0;      
      else
        disp_data <= disp_data; 
    end
  end
endmodule
==> job_summary.md <==
## Implementation flow summary

| Metric | Value |
|---|---|
| Status | completed |
| Yosys cell count | ~350 |
| Rel. slew slack | 57.3% |
| Top non-seq family | AND-OR/OR-AND gates |
| Cells resized by post-CTS repair | 0 |
| Routability cong. | slightly above 0.9 |
| Largest net degree at the start of global routing | 40 |
| Final Hold Viols | 0 |
| Site row count | between 40 and 50 |
| Unrepaired setup endpoints after global routing | false |
| Post-synthesis simple-gate area fraction | 41.6% |
| Post-synthesis compound-gate area fraction | about 48% |
| Final worst slack | between 2 and 3 ns |
| Worst setup EP type | output pin |
| Setup TNS | 0 ns |
| Share of layout cells above drive strength 1 | 7.67% |
| Max incr delay on CP | 0.61 ns |
| Core area | ~15000 sq um |
| Power density over the cells | 34.9 nW/um^2 |
| FILL cells | between 1000 and 1500 |
| Synth cell types | 22 |
| Crit-path max FO | 27 |
| Initial antenna violation count | 0 |
| XOR/XNOR Fraction of Synth Area | 0% |
| Die H | roughly 140 um |
| P_leak | approximately 0.0023 uW |
| Post-route DRC violation count | 0 |
| Total power | between 200 and 250 uW |
| Iteration-0 DRC Markers | between 200 and 250 |
| Input/output buffers | ~330 |
| Pre-CTS WS | 2.48 ns |
| Die width | about 140 um |
| FF+latch area | 0 sq um |
| Cts-stage hold buffer count | 0 |
| Adder Area Share | 0% |
| Vias in the first global route | around 4400 |
| Max-cap violations | 0 |
| Routed Antenna Nets | 0 |
| Synth Seq Share | 0% |
| Startpoint types | input pin |
| # clk buffers | 0 |
| Detailed-router iteration count before antenna repair | 6 |
| Die area | slightly above 20000 sq um |
| Maximum clock frequency | 0.151 GHz |
| Util after Layout | between 30% and 40% |
| ANT cells | 0 |
| WL final | around 19 mm |
| Slew Viols, Final | 0 |
| Yosys chip area | between 2000 and 2500 sq um |
| Post-CTS Setup Bufs | 0 |
| WL per Instance | about 23 um |
| Synthesized instance count | 349 |
| Tmin final | roughly 6.6 ns |
| Registers | 0 |
| Mux share of post-synthesis cell area | 0% |
| First-pass GRT wire length | roughly 27 mm |
| Synth Warn # | 1 |
| Final Setup Violations | 0 |
| Tool warnings | 35 |
| Critical path class | input pin to output pin |
| VDD IR max | between 0.01 and 0.015 mV |
| Crit path max-delay family | buffers and inverters |
| I/O pin cnt | about 330 |
| Crit-path cells | clkdlybuf4s50_1 -> nor3_4 -> buf_4 -> and2_1 -> buf_4 -> a221oi_1 -> a31oi_1 -> clkdlybuf4s50_1 |
| Hold WC Path Type | input pin to output pin |
| Mapped cell area | 2480 sq um |
| Syn-to-layout area delta | 135% |
| Critical path required time | around 7.4 ns |
| Period utilization | between 70 and 80% |
| CP arrival | 4.80 ns |
| CP Buf/Inv Count | 4 |
| Detailed Place HPWL | approximately 16 mm |
| Slowest CP cell | nor3_4 |
| Vias | 4211 |
| Worst Max-Slew Pin Slew | ~0.64 ns |
| Gr ovfl total | 0 |
| Average instance area after synthesis | roughly 7.1 sq um |
| DR vias/cell | between 5 and 6 |
| Initial Utilization | 16.4% |
| Total GRT Usage | around 17% |
| Hold Slack | 4.62 ns |
final cells by class:
cell class	count	area, sq um	area share [%]
multi-input cells	301	2250	38.6
repair buffers	338	3350	57.4
well taps	188	235	4.03
routing by layer:
metal	share of wire [%]	global-route usage, %
met5	0	0
met4	1.0	1.67
met3	11	5.22
met2	49	29.8
met1	39	21.4
worst paths after layout:
check	startpoint	endpoint	depth (start not counted)
worst max-delay path	ctrl[3]	seg7_data[8]	8
worst min-delay path	Data0[29]	seg7_data[29]	4
report_power, final:
group / switching [uW] / internal [uW] / leakage, uW / total, uW
combinational: 54.0 / 149 / 0.00234 / 203
clock: 0 / 0 / 0 / 0
sequential: 0 / 0 / 0 / 0
total: 54.0 / 149 / 0.00234 / 203
logic make-up after synthesis:
group / after synthesis
and+or+nand+nor: 173
AOI/OAI and AO/OA: 128
buffers and inverters: 48
tightest hold or removal path, cell delays in order:
cell             delay, ns
clkdlybuf4s50_1       0.39
nor2_1                0.10
a31oi_1               0.04
clkdlybuf4s50_1       0.41
synthesized netlist by cell type (3+ instances only):
master	count	share of area [%]
a22oi_1	32	9.7
clkbuf_1	23	3.5
a221oi_1	32	11
nand2b_1	30	7.6
a2111oi_2	30	18
and3_1	96	24
a31oi_1	32	8.1
buf_2	15	3.0
buf_6	5	2.3
buf_4	5	1.5
nor2_1	32	4.8
and2_1	3	0.76
per-stage QoR:
step / instance area [sq um] / std cells
final: 5830 / 827
after detailed placement: 5830 / 827
after CTS: 5830 / 827
after floorplan: 2480 / 349
after global placement: 5830 / 827
after global routing: 5830 / 827
cells in the final DEF, fill, tap and decap left out:
cell type	n
clkdlybuf4s50_1	325
and3_1	96
a221oi_1	32
a22oi_1	32
nor2_1	32
a31oi_1	32
nand2b_1	30
a2111oi_2	30
buf_4	12
and2_1	4
nor3_4	2
nor3b_4	2
or2b_1	2
a2111oi_1	2
or3_1	1
nor3b_1	1
and3b_4	1
and2_4	1
nand2_1	1
buf_2	1
No activity file was given, so power comes from the tool's default toggle rates.
