File: design/flow/config.mk
export PLATFORM = sky130hd
export DESIGN_NAME = SEG7x16
export DESIGN_NICKNAME = SEG7x16
export VERILOG_FILES = /design/flow/design.v
export SDC_FILE = /design/flow/constraint.sdc
export NUM_CORES = 4
export LEC_CHECK = 1
export CORE_UTILIZATION = 30
File: design/flow/constraint.sdc
current_design SEG7x16

set clk_period 3.4
set clk_io_pct 0.2

create_clock -name clk0 -period $clk_period [get_ports {clk}]

set non_clock_inputs [all_inputs -no_clocks]
set_input_delay [expr $clk_period * $clk_io_pct] -clock clk0 $non_clock_inputs
set_output_delay [expr $clk_period * $clk_io_pct] -clock clk0 [all_outputs]
File: design/flow/design.v
`timescale 1ns / 1ps
module SEG7x16(
  input clk,
  input rst,
  input cs,
  input [31:0] i_data,
  output [7:0] o_seg,
  output [7:0] o_sel
    );
   reg [14:0] cnt;
   always @ (posedge clk, posedge rst)
      if (rst)
        cnt <= 0;
      else
        cnt <= cnt + 1'b1;
    wire seg7_clk = cnt[14]; 
  reg [2:0] seg7_addr;
  always @ (posedge seg7_clk, posedge rst)
    if(rst)
      seg7_addr <= 0;
    else
      seg7_addr <= seg7_addr + 1'b1;
  reg [7:0] o_sel_r;
  always @ (*)
    case(seg7_addr)
      7 : o_sel_r = 8'b01111111;
      6 : o_sel_r = 8'b10111111;
      5 : o_sel_r = 8'b11011111;
      4 : o_sel_r = 8'b11101111;
      3 : o_sel_r = 8'b11110111;
      2 : o_sel_r = 8'b11111011;
      1 : o_sel_r = 8'b11111101;
      0 : o_sel_r = 8'b11111110;
    endcase
  reg [31:0] i_data_store;
  always @ (posedge clk, posedge rst)
    if(rst)
      i_data_store <= 0;
    else if(cs)
      i_data_store <= i_data;
  reg [7:0] seg_data_r;
  always @ (*)
    case(seg7_addr)
      0 : seg_data_r = i_data_store[3:0];
      1 : seg_data_r = i_data_store[7:4];
      2 : seg_data_r = i_data_store[11:8];
      3 : seg_data_r = i_data_store[15:12];
      4 : seg_data_r = i_data_store[19:16];
      5 : seg_data_r = i_data_store[23:20];
      6 : seg_data_r = i_data_store[27:24];
      7 : seg_data_r = i_data_store[31:28];
    endcase
  reg [7:0] o_seg_r;
  always @ (posedge clk, posedge rst)
    if(rst)
      o_seg_r <= 8'hff;
    else
      case(seg_data_r)
          4'h0 : o_seg_r <= 8'hC0;
          4'h1 : o_seg_r <= 8'hF9;
          4'h2 : o_seg_r <= 8'hA4;
          4'h3 : o_seg_r <= 8'hB0;
          4'h4 : o_seg_r <= 8'h99;
          4'h5 : o_seg_r <= 8'h92;
          4'h6 : o_seg_r <= 8'h82;
          4'h7 : o_seg_r <= 8'hF8;
          4'h8 : o_seg_r <= 8'h80;
          4'h9 : o_seg_r <= 8'h90;
          4'hA : o_seg_r <= 8'h88;
          4'hB : o_seg_r <= 8'h83;
          4'hC : o_seg_r <= 8'hC6;
          4'hD : o_seg_r <= 8'hA1;
          4'hE : o_seg_r <= 8'h86;
          4'hF : o_seg_r <= 8'h8E;
      endcase
  assign o_sel = o_sel_r;
  assign o_seg = o_seg_r;
endmodule
File: design/flow/run.sh
#!/bin/bash
# OpenROAD 26Q1-2900-gdf79404cd8, Yosys 0.63+post, stock flow scripts
make -C /OpenROAD-flow-scripts/flow DESIGN_CONFIG=/design/flow/config.mk WORK_HOME=/design/flow/orfs finish
==> changes_impl.md <==
### Metrics

* Area added between synthesis and finish at 25.77%
* Fraction of final layout cells sized beyond drive strength 1 at 0.2273
* Final Max Tran Viols at 0
* Die X at a little under 100 µm
* Post-synth EDFFs at 0
* Crit path kind: reg2reg
* Height of the die at 96.70 µm
* CP Buf/Inv Count at 0
* Status: finished clean
* Length of routed met2 wiring at 2.411 mm
* WP data arrival at about 2.3 ns
* Top Layout Cells: dfrtp_1 (50), clkdlybuf4s50_1 (49), mux2_2 (33)
* Root Buffer: clkbuf_8
* Critical path required time at 3.63 ns
* Mapped Area at 2690 µm²
* Tool warnings at 29
* CORE AREA at between 8000 and 9000 µm²
* Vias at 1733
* Fmax at approximately 490 MHz
* # DRC at 0
* Port bufs at 49
* Count of unclocked register or latch pins at 3
* Cell count after synthesis at 215
* Post-synthesis register bit count at between 50 and 60
* Startpoint types: flip-flop
* Endpoints left unconstrained at 11
* Post-CTS Setup Bufs at 0
* Placed cell count at 364
* Wire per inst at roughly 14 µm
* Worst vdd ir at 0.0002240 V
* CP peak stage delay at 0.56 ns
* GRT Util Overall at 0.1192
* Hold buffer count at CTS at 0
* Power per cell area at 393.5 nW/µm²
* Min-delay worst type: reg2reg
* Synth cell types at 47
* Vias per cell at 4.659
* Inserted Clock Buffers at 5
* Max cap viols at 0
* Post-CTS resize count at 0
* Top-Level Pins at 51
* Chip area at between 9000 and 10000 µm²
* Clock transition at path regs at 0.09 ns
* Met3 WL post-DR at approximately 220 µm
* Post-route design area at 3383 µm²
* Total grt overflow at 0
* CTS Buffer Depth at 2
* Most numerous logic cell after layout: dfrtp_1
* Post-Syn Area per Cell at 12.51 µm²
* HPWL Detailed at between 3 and 4 mm
* Max FO, Critical Path at 8
* Metal1 wirelength at 2.574 mm
* Antenna Violating Nets Remaining at 0
* Placed inst area at about 3300 µm²
* Dominant register cell: dfrtp_1
* Async set-reset flop share out of synthesis at 1.000
* Gp weighted congestion at 0.7974
* Post-Route WL at 5.249 mm
* Max Clock Skew at 0.008154 ns
* Worst Setup End Kind: flip-flop
* Later-pin clock latency in the skew report at 0.30 ns
* Period minus WS final at 2.057 ns
* # H-tree levels at 2
* CTS tree: built
* Slowest stage cell, crit path: or4b_1
* Pleak at 1.378 nW
* Setup TNS at 0 ns
* Highest routed metal layer: met4
* Unrepaired setup endpoints after global routing: false
* Register share after synthesis at 0.5335
* Initial Util at 0.3085
* Final setup violation count at 0
* Antenna violations before repair at 0
* Vias in the first global route at 1741
* Synth warn at 1
* Final Total Pwr at ~1.3 mW
* Critical Path, Cell by Cell: mux2_2 -> a221oi_1 -> a31oi_2 -> or4b_1 -> o211ai_1
* Fin util at 0.3879
* Largest net degree at the start of global routing at 34
* Setup WS pre-CTS at 1.346 ns
* Fin worst setup slack at about 1.3 ns
* Post-layout period usage at 0.6050
* Cell Rows at 34
* Crit path max-delay family: AND-OR/OR-AND gates
* Hold slack at 0.4606 ns
* Yosys Chip Area at 2690 µm²
* Fin cells at 372
* First-pass GRT wire length at about 9 mm
* Ys cells at 215
* DRT Pass-1 Iters at 4
* Number of diodes at 0
* Final Hold Viols at 0
* Initial DRC Count at ~78
==> synth_stat cells, drive strengths merged (2+ instances only) <==
cell type | instances | area share
nor3 | 4 | 0.0074
xnor2 | 11 | 0.036
xor2 | 4 | 0.013
nor2 | 4 | 0.0056
nand3 | 9 | 0.017
a22oi | 2 | 0.0056
o211ai | 2 | 0.0056
nand2 | 13 | 0.018
a22o | 5 | 0.016
inv | 11 | 0.015
o22ai | 2 | 0.0047
buf | 7 | 0.019
dfrtp | 50 | 0.47
nand2b | 2 | 0.0074
or4b | 3 | 0.011
mux2 | 33 | 0.14
a31o | 3 | 0.013
ha | 7 | 0.033
o21ai | 3 | 0.0056
a221o | 2 | 0.0074
clkbuf | 5 | 0.0070
a31oi | 5 | 0.022
dfstp | 7 | 0.068
nand4 | 4 | 0.0093
or4 | 2 | 0.0070
==> cells by family (layout without fill, tap and decap cells) <==
logic type                 after synthesis  count (layout)  synth area share
DFF                                     57              57            0.5335
and+or+nand+nor                         48              48            0.1009
muxes                                   34              34            0.1419
AOI/OAI and AO/OA                       29              29           0.09627
buffers and inverters                   23              72           0.04093
xor gates and xnor gates                15              15           0.04883
adders and majority gates                8               8           0.03628
other                                    1               1          0.001394
==> worst paths after layout <==
kind	start	endpoint	slack, ns	cells after the start
max	i_data_store[21]	o_seg_r[1]	1.34	5
min	cnt[6]	cnt[6]	0.46	1
min in group asynchronous	rst	i_data_store[7]	0.71	2
max reg2reg	i_data_store[21]	o_seg_r[1]	1.34	5
max in group asynchronous	rst	o_seg_r[4]	2.00	3
min reg2reg	cnt[6]	cnt[6]	0.46	1
==> flip-flops by register name, indices dropped and copies added, names as in the netlist <==
| name | flops |
|---|---|
| cnt | 15 |
| i_data_store | 32 |
| o_seg_r | 7 |
| seg7_addr | 3 |
==> routing by layer <==
| metal | up-vias | GRT usage |
|---|---|---|
| li1 | 866 | - |
| met1 | 824 | 0.1892 |
| met2 | 38 | 0.1826 |
| met3 | 5 | 0.02132 |
| met4 | 0 | 0.01148 |
| met5 | - | 0 |
==> power by group <==
| part | switching (mW) | leakage (nW) | internal [mW] |
|---|---|---|---|
| Sequential | 0.0226 | 0.690 | 0.703 |
| Clock | 0.194 | 0.0524 | 0.221 |
| Combinational | 0.0715 | 0.636 | 0.120 |
==> worst reg2reg max path, stage by stage (launching register included) <==
cell,delay (ns)
dfrtp_1,0.38
mux2_2,0.26
a221oi_1,0.42
a31oi_2,0.27
or4b_1,0.56
o211ai_1,0.10
==> final cells by class <==
cell class / instances / area, µm²
Clock buffer: 7 / 76.32
Inverter: 11 / 41.29
Fill cell: 840 / 5338
Clock inverter: 1 / 30.03
Multi-Input combinational cell: 135 / 1145
Tap cell: 108 / 135.1
Timing Repair Buffer: 53 / 520.5
Sequential cell: 57 / 1435
No activity file was given, so power comes from the tool's default toggle rates.
